**./config.mk**
```make
export PLATFORM = sky130hd
export DESIGN_NAME = strobe_gen
export DESIGN_NICKNAME = strobe_gen
export VERILOG_FILES = /design/flow/design.v
export SDC_FILE = /design/flow/constraint.sdc
export NUM_CORES = 4
export LEC_CHECK = 1
export CORE_AREA = 10 10 88 88
export DIE_AREA = 0 0 98 98
```
**./constraint.sdc**
```tcl
current_design strobe_gen

set clk_period 3.9
set clk_io_pct 0.2

create_clock -name clk0 -period $clk_period [get_ports {clk_i}]

set non_clock_inputs [all_inputs -no_clocks]
set_input_delay [expr $clk_period * $clk_io_pct] -clock clk0 $non_clock_inputs
set_output_delay [expr $clk_period * $clk_io_pct] -clock clk0 [all_outputs]
```
**./run.sh**
```bash
#!/bin/bash
# OpenROAD 26Q1-2900-gdf79404cd8, Yosys 0.63+post, stock flow scripts
make -C /OpenROAD-flow-scripts/flow DESIGN_CONFIG=/design/flow/config.mk WORK_HOME=/design/flow/orfs finish
```
**./design.v**
```verilog
module strobe_gen #(
    parameter BOARD_CLK_MHZ  = 50,
    parameter STROBE_FREQ_HZ = 1
) (
    input  logic clk_i,
    input  logic rst_i,
    output logic strobe
);
    localparam CNT_MAX = BOARD_CLK_MHZ * 1_000_000 / STROBE_FREQ_HZ;
    localparam CNT_W   = $clog2(CNT_MAX + 1);
    logic [CNT_W-1:0] cnt;
    always_ff @(posedge clk_i)
        if (rst_i)
            cnt <= '0;
        else if (strobe)
            cnt <= '0;
        else
            cnt <= cnt + CNT_W'(1);
    assign strobe = cnt == CNT_W' (CNT_MAX);
endmodule
```
==> impl_metrics.json <==
{
  "whs_ps": 479.2,
  "cts_resized": 0,
  "mi_logic_area_um2": 763.2,
  "ys_seq_share_pct": 38.31,
  "synth-warning-count": 1,
  "crit_family": "buffers and inverters",
  "power.density_mw_per_mm2": 296.2,
  "wl_per_cell_um": 11.99,
  "die_h_um": 98,
  "path_clk_slew_ps": 80,
  "wirelength_um": 2709,
  "dieArea_mm2": 0.009604,
  "ys_cells": 153,
  "clock-sinks": 26,
  "rsz0062_at_grt": "false",
  "leakagePower_nw": 0.4489,
  "critPathBufInv": 2,
  "clockBufferDepth": 2,
  "regArea_um2": 520.5,
  "drive_gt1_share_pct": 6.623,
  "insertion_delay_ps": 260,
  "cp-start-kind": "flop",
  "finalSetupTns_ps": 0,
  "overflow": 0,
  "netlist_area_mm2": 0.001359,
  "area_leaders": "dfxtp_1, xor2_1, nand3_1",
  "top_cell": "dfxtp_1",
  "flop_cell": "dfxtp_1",
  "critPathRequiredTime_ps": 3120,
  "hold_class": "reg -> reg",
  "drcViolationCount": 0,
  "die_x_um": 98,
  "end_kind": "primary output",
  "status": "completed",
  "arrival_ps": 1830,
  "ys_top_cells_by_count": "dfxtp_1, nor2_1, nand3_1",
  "drtAntennaViolNets": 0,
  "top_area_share_pct": 38.31,
  "grt_pass1_vias": 1027,
  "grt_max_degree": 14,
  "io_buffers": 2,
  "regMostFlops": "cnt",
  "num_vias": 1109,
  "setup.worst_path.class": "reg -> out",
  "maxSlewViolCount": 0,
  "skew_ps": 1.758,
  "place_ws_ps": 1553,
  "yosysTopAreaCell": "dfxtp_1",
  "cts_tree": "yes",
  "largest_reg_flops": 26,
  "worst_pin_slew_ps": 615.2,
  "postCtsHoldBufs": 0,
  "root_buffer": "clkbuf_8",
  "gr-usage-all-layers_pct": 5.840,
  "grt_antenna_before_repair": 0,
  "warnings": 26,
  "irDropWorstVdd_v": 0.0002289,
  "num_antenna_cells": 0,
  "cp_slowest_cell": "clkdlybuf4s50_1",
  "syn_inst": 153,
  "grt_pass1_wl_um": 4974,
  "core_area_mm2": 0.005921,
  "synth.avg_cell_area_um2": 8.881,
  "initCoreUtil_pct": 22.95,
  "ys_area_mm2": 0.001359,
  "area_delta_synth_final_pct": 7.275,
  "critical_path.cell_chain": "inv_1 > ha_1 > nor3b_1 > nand4_1 > nor3_1 > clkdlybuf4s50_1",
  "hold_viol": 0,
  "dp_hpwl_um": 1910,
  "period_needed_ps": 2609,
  "ys_ff": 26,
  "htreeDepth": 1,
  "vias_per_cell": 4.907,
  "crit_fanout": 5,
  "max_cap_viol_count": 0,
  "yosysUniqueCellTypes": 35,
  "fill_cells": 628,
  "ioPinCount": 3,
  "setup_viol": 0,
  "dr.pass1.iters": 4,
  "slowest_delay_ps": 490,
  "fmax_ghz": 0.3833,
  "relSlewSlack_pct": 58.96,
  "async_reset_ff_share_pct": 0,
  "top_regs": "cnt (26)",
  "synth-edff-count": 0,
  "numCtsBuffers": 3,
  "rows": 28,
  "post_cts_buffers": 0,
  "worst_slack_ps": 1291,
  "drt-initial-drc-count": 72,
  "p_total_mw": 0.4318,
  "gp_congestion": 0.8439,
  "period_used_pct": 66.89
}
## cells in the final DEF (no fill, tap or decap), drive strengths merged
master / instances
a21oi: 11
and2: 1
and3: 5
and4: 5
buf: 1
clkbuf: 3
clkdlybuf4s50: 2
dfxtp: 26
ha: 2
inv: 3
nand2: 8
nand3: 13
nand4: 10
nor2: 14
nor2b: 1
nor3: 1
nor3b: 1
nor4: 2
nor4b: 4
nor4bb: 1
o21ai: 5
o21bai: 1
o221ai: 1
o31ai: 6
o41ai: 1
or3: 5
or4: 6
xnor2: 2
xor2: 10
## power by group
part | switching [mW] | internal (mW) | total, mW | leakage (nW)
sequential | 0.00285 | 0.268 | 0.271 | 0.210
clock | 0.0779 | 0.0691 | 0.147 | 0.0216
combinational | 0.00801 | 0.00612 | 0.0141 | 0.217
## routing by layer
| metal | vias up | global-route usage [%] | wire [um] |
|---|---|---|---|
| met5 | - | 0 | 0 |
| li1 | 574 | - | - |
| met2 | 11 | 8.223 | 1098 |
| met1 | 522 | 9.067 | 1515 |
| met3 | 2 | 1.280 | 63 |
| met4 | 0 | 0.6711 | 31 |
## path summary, 6_finish.rpt
kind | startpoint | endpoint | slack, ps | cells past startpoint
max reg2reg | cnt[0]$_SDFF_PP0_ | cnt[20]$_SDFF_PP0_ | 1870 | 7
min | cnt[0]$_SDFF_PP0_ | cnt[0]$_SDFF_PP0_ | 480 | 1
max | cnt[0]$_SDFF_PP0_ | strobe | 1290 | 6
min reg2reg | cnt[0]$_SDFF_PP0_ | cnt[0]$_SDFF_PP0_ | 480 | 1
## kinds of logic after synthesis
kind of cell | after synthesis | share of synthesized area, %
XOR/XNOR | 12 | 7.735
flip-flops | 26 | 38.31
AND-OR/OR-AND | 25 | 11.33
AND/OR/NAND/NOR | 77 | 35.27
adder cells (fa/ha/maj) | 2 | 1.841
buffers and inverters | 11 | 5.525
## per-stage QoR
stage	cell area, um^2	std cells	utilization [%]
floorplan	1359	153	-
global placement	1416	223	23.92
detailed placement	1416	223	23.92
CTS	1458	226	24.62
global route	1458	226	24.62
finish	1458	226	24.62
## area by class of cell
class                   count  share of cell area, %
clock buffers               3                  2.833
flip-flops and latches     26                  35.71
inverters                   3                 0.7725
multi-input cells         116                  52.36
well taps                  75                  6.438
repair buffers              3                  1.888
Power is estimated from default activity; no workload was simulated.
