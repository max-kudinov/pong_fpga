File: ./constraint.sdc
current_design serializer

set clk_period 2.2
set clk_io_pct 0.2

create_clock -name clk0 -period $clk_period [get_ports {clk_i}]

set non_clock_inputs [all_inputs -no_clocks]
set_input_delay [expr $clk_period * $clk_io_pct] -clock clk0 $non_clock_inputs
set_output_delay [expr $clk_period * $clk_io_pct] -clock clk0 [all_outputs]
File: ./run.sh
#!/bin/bash
# OpenROAD 26Q1-2900-gdf79404cd8, Yosys 0.63+post, stock flow scripts
make -C /OpenROAD-flow-scripts/flow DESIGN_CONFIG=/design/flow/config.mk WORK_HOME=/design/flow/orfs finish
File: ./config.mk
export PLATFORM = sky130hd
export DESIGN_NAME = serializer
export DESIGN_NICKNAME = serializer
export VERILOG_FILES = /design/flow/design.v
export SDC_FILE = /design/flow/constraint.sdc
export NUM_CORES = 4
export LEC_CHECK = 1
export CORE_AREA = 10 10 70 70
export DIE_AREA = 0 0 80 80
File: ./design.v
`default_nettype none
module serializer #(
    parameter DATA_W = 10
) (
    input  logic              clk_i,
    input  logic              rst_i,
    input  logic [DATA_W-1:0] data_i,
    output logic              data_o
);
    localparam CNT_MAX = DATA_W - 1;
    logic [DATA_W-1:0] shift_reg;
    logic [       3:0] cnt;
    logic              load;
    assign load = cnt == CNT_MAX;
    always_ff @(posedge clk_i) begin
        if (rst_i) begin
            cnt <= '0;
        end else if (load) begin
            cnt <= '0;
        end else begin
            cnt <= cnt + 1'b1;
        end
    end
    always_ff @(posedge clk_i) begin
        if (rst_i) begin
            shift_reg <= '0;
        end else if (load) begin
            shift_reg <= data_i;
        end else begin
            shift_reg <= { 1'b0, shift_reg[DATA_W-1:1] };
        end
    end
    assign data_o = shift_reg[0];
endmodule
==> results.ini <==
[final_timing]
drv_slew=0
maxSlewHeadroom=0.681
finalCritPeriodShare=0.675
fin_tns_setup_ns=0
tightest_slew_ns=0.477
rsz0062_at_grt=no
finalSetupViolCount=0
fmax_mhz=674
hold_slack_ns=0.472
period_minus_slack_ns=1.48
hold_viol=0
fin_skew_ns=0.00366

[detailed_routing]
viasPerCell=3.56
wl_per_cell_microns=9.33
drcViolationCount=0
antenna_cells=0
drt-initial-drc-count=6
ant_nets=0
drt-total-wl_microns=1040
firstDrtPassIters=3
routed-via-count=395

[synth]
numSynthFlops=14
yosys_warnings=1
yosys_area_sq_um=553
ys_types=17
netlist_instances=52
synth_area_sq_um=553
ys_cells=52
avgSynthCellArea_sq_um=10.6
ys_seq_share=0.507

[place]
port_buffers=12
hpwl_microns=778
globalplace.congestion=0.699
dpl_cell_area_sq_um=707

[clock_network]
cts_max_path_buffers=2
clock_sinks=14
post_cts_buffers=0
clk_latency_ns=0.27
tritoncts=done
htreeDepth=1
cts_buffers=3
ctsHoldBuffers=0
clk_pin_slew_ns=0.08
cts-root-buf=clkbuf_4
cts_resized=0

[power_and_ir_drop]
ir_drop_mv=0.330
fin_total_pwr_mw=0.439
clkPwrFrac=0.312
power_frac_comb=0.088
p_int_mw=0.347
power_density_mw_per_mm2=602
p_seq_frac=0.600
p_leak_nw=0.344
netSwitchingPower_mw=0.0927
p_sw_frac=0.211

[grt]
antenna_found_initial=0
first_global_vias=366
track_usage=0.0319
grt_first_pass_wirelength_microns=1620
grt-ovfl-total=0
grt_max_degree=15

[job]
tool_warnings=26
max-cap-violations=0

[setup_path]
crit_chain=clkdlybuf4s50_1
end_kind=output port
start_kind=register
cp.arrival_ns=1.04
path_class=reg2out
cp_slowest_stage_delay_ns=0.46
critPathRequiredTime_ns=1.76
cp.buffers_inverters=1
reg2reg_slack_ns=0.91
cp_max_fo=1
critical_path.top_delay_family=buffers and inverters
cpMaxStageDelayCell=clkdlybuf4s50_1

[finish]
fill_cells=383
layout.area.comb_sq_um=245
largest_reg_flops=10
final-seq-area_sq_um=280
final_area_sq_um=729
layout-drive-gt1-share=0.0615
area_growth_pct=31.9

[floorplan]
die_w_microns=80
core_sq_mm=0.00342
io_pins=13
die_area_sq_mm=0.00640
std_cell_rows=21
dieHeight_microns=80
fp_util=0.162

[outcome]
status=finished clean

[worst_hold_path]
hp-class=reg2reg

[worst register-to-register path, cell delays in order, from the launching register on]
cell	delay [ns]
dfxtp_1	0.40
ha_1	0.27
nand3b_4	0.21
mux2i_1	0.23
nor2_1	0.06
[final cells by class]
class,count,share of cell area
clock buffers,3,0.0309
multi-input cells,35,0.336
well taps,46,0.0789
repair buffers,12,0.165
flip-flops and latches,14,0.384
inverters,1,0.00515
[per-layer routing]
layer / track usage / up-vias / routed length (microns)
met4: 0.00352 / 0 / 0
li1: - / 201 / -
met5: 0 / - / 0
met2: 0.0457 / 11 / 429
met1: 0.0419 / 183 / 552
met3: 0.0182 / 0 / 54
[cells in the final DEF, fill, tap and decap left out, types with 2 or more instances in the layout]
master	instances
clkbuf_4	3
clkdlybuf4s50_1	12
dfxtp_1	14
ha_1	2
mux2i_1	9
nand2_1	3
nor2_1	11
nor3_1	2
[logic make-up after synthesis]
family	count (synthesis)	share of synthesized area
compound gates	2	0.0204
flops	14	0.507
simple gates	22	0.215
buf+inv	3	0.0498
fa+ha+maj	2	0.0452
mux	9	0.163
[worst paths after layout]
kind                     start      endpoint  cells after the start
hold / removal    shift_reg[9]  shift_reg[8]                      2
setup reg to reg        cnt[0]  shift_reg[1]                      4
hold reg to reg   shift_reg[9]  shift_reg[8]                      2
setup / recovery  shift_reg[0]        data_o                      1
[through the flow]
step / instances / setup WS, ns / util
after detailed placement: 108 / 0.748 / 0.207
after floorplan: 52 / 1.03 / -
after CTS: 111 / 0.694 / 0.214
after global placement: 108 / 0.765 / 0.207
after global routing: 111 / 0.664 / 0.214
final: 111 / 0.715 / 0.214
[synthesized netlist by cell type]
cell      instances  share of area
nand4b_1          1          0.016
nand3_1           1         0.0090
dfxtp_1          14           0.51
inv_1             1         0.0068
a21oi_1           1         0.0090
a31oi_1           1          0.011
mux2i_1           9           0.16
clkbuf_1          1         0.0068
nor2_1           11          0.075
nand3b_4          1          0.036
nand3b_1          1          0.014
nor3_1            2          0.018
ha_1              2          0.045
nor3b_1           1          0.014
nand2_1           3          0.020
or2b_1            1          0.014
buf_12            1          0.036
[power groups by stage]
stage                 sequential (mW)  combinational [mW]  clock [mW]
after CTS                       0.264              0.0392       0.142
after global routing            0.265              0.0422       0.154
final                           0.264              0.0387       0.137
