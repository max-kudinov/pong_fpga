==> flow/run.sh <==
#!/bin/bash
# OpenROAD 26Q1-2900-gdf79404cd8, Yosys 0.63+post, stock flow scripts
make -C /OpenROAD-flow-scripts/flow DESIGN_CONFIG=/design/flow/config.mk WORK_HOME=/design/flow/orfs finish
==> flow/config.mk <==
export PLATFORM = sky130hd
export DESIGN_NAME = tmds_encoder
export DESIGN_NICKNAME = tmds_encoder
export VERILOG_FILES = /design/flow/design.v
export SDC_FILE = /design/flow/constraint.sdc
export NUM_CORES = 4
export LEC_CHECK = 1
export CORE_UTILIZATION = 50
==> flow/constraint.sdc <==
current_design tmds_encoder

set clk_period 11.7
set clk_io_pct 0.2

create_clock -name clk0 -period $clk_period [get_ports {clk_i}]

set non_clock_inputs [all_inputs -no_clocks]
set_input_delay [expr $clk_period * $clk_io_pct] -clock clk0 $non_clock_inputs
set_output_delay [expr $clk_period * $clk_io_pct] -clock clk0 [all_outputs]
==> flow/design.v <==
`default_nettype none
module tmds_encoder (
    input  logic       clk_i,
    input  logic       rst_i,
    input  logic       C0,
    input  logic       C1,
    input  logic       DE,
    input  logic [7:0] D,
    output logic [9:0] q_out
);
    localparam W_CNT = 8;
    logic signed [W_CNT-1:0] cnt;
    logic signed [W_CNT-1:0] cnt_next;
    logic              [8:0] q_m;
    logic              [9:0] q_next;
    logic              [3:0] N1D;
    logic              [3:0] N1_qm;
    logic              [3:0] N0_qm;
    always_comb begin
        N1D = 4'(D[0]) + 4'(D[1]) + 4'(D[2]) + 4'(D[3])
            + 4'(D[4]) + 4'(D[5]) + 4'(D[6]) + 4'(D[7]);
        q_m[0] = D[0];
        if ((N1D > 4) || (N1D == 4 && ~D[0])) begin
            q_m[8] = 1'b0;
            for (int i = 0; i < 7; i++) begin
                q_m[i + 1] = q_m[i] ~^ D[i + 1];
            end
        end else begin
            q_m[8] = 1'b1;
            for (int i = 0; i < 7; i++) begin
                q_m[i + 1] = q_m[i] ^ D[i + 1];
            end
        end
        N1_qm = 4'(q_m[0]) + 4'(q_m[1]) + 4'(q_m[2]) + 4'(q_m[3])
              + 4'(q_m[4]) + 4'(q_m[5]) + 4'(q_m[6]) + 4'(q_m[7]);
        N0_qm = 4'(!q_m[0]) + 4'(!q_m[1]) + 4'(!q_m[2]) + 4'(!q_m[3])
              + 4'(!q_m[4]) + 4'(!q_m[5]) + 4'(!q_m[6]) + 4'(!q_m[7]);
        if (DE) begin
            if ((cnt == 0) || (N1_qm == N0_qm)) begin
                q_next[9]   = ~q_m[8];
                q_next[8]   =  q_m[8];
                q_next[7:0] =  q_m[8] ? q_m[7:0] : ~q_m[7:0];
                if (~q_m[8]) begin
                    cnt_next = cnt + W_CNT'(N0_qm) -  W_CNT'(N1_qm);
                end else begin
                    cnt_next = cnt + W_CNT'(N1_qm) - W_CNT'(N0_qm);
                end
            end else begin
                if (((cnt > 0) && (N1_qm > N0_qm)) ||
                    ((cnt < 0) && (N0_qm > N1_qm))) begin
                    q_next[9]   = 1'b1;
                    q_next[8]   = q_m[8];
                    q_next[7:0] = ~q_m[7:0];
                    cnt_next    = cnt + (W_CNT'(q_m[8]) << 1) +
                                        W_CNT'(N0_qm) - W_CNT'(N1_qm);
                end else begin
                    q_next[9]   = 1'b0;
                    q_next[8]   = q_m[8];
                    q_next[7:0] = q_m[7:0];
                    cnt_next    = cnt - (W_CNT'({~q_m[8]}) << 1) +
                                        W_CNT'(N1_qm) - W_CNT'(N0_qm);
                end
            end
        end else begin
            cnt_next = '0;
            case ({C1, C0})
                2'b00: q_next = 10'b1101010100;
                2'b01: q_next = 10'b0010101011;
                2'b10: q_next = 10'b0101010100;
                2'b11: q_next = 10'b1010101011;
            endcase
        end
    end
    always_ff @(posedge clk_i) begin
        if (rst_i) begin
            cnt <= '0;
        end else begin
            cnt <= cnt_next;
        end
    end
    always_ff @(posedge clk_i) begin
        q_out <= q_next;
    end
endmodule
==> changes_impl.md <==
## Flow update

* Register area at 360 sq um
* Post-route insts no fill at 465
* Core box area at 0.00599 sq mm
* Worst stage delay on the critical path at 0.59 ns
* Filler Cells Inserted at 544
* I/O pin count at 23
* Synthesized cell area at 0.00312 sq mm
* Placer Congestion at 0.891
* Final Hold Vio Count at 0
* Final setup fails at 0
* First-pass GRT wire length at 11000 um
* Cell mode on critical path: fa_1
* Max_cap viols at 0
* Synth Seq Share at 11.5%
* Hold WC Path Type: reg -> reg
* Antenna cells at 0
* Max Root-Sink Buffers at 2
* Hold Path Stages at 3
* Synth top cells by count: inv_1 (76), ha_1 (51), xnor2_1 (30)
* DR pass1 iterations at 4
* Per-cell routed wire length at 14.6 um
* Yosys cell count at 361
* Largest fanout on the critical path at 3
* Slowest stage cell, crit path: fa_1
* Vias at 2390
* Top FF cell, synth: dfxtp_1
* Via density at 5.14
* Reg2reg setup slack at 8.13 ns
* Clock sink count at 18
* Die Y at 81.0 um
* R2R Path Start: cnt[1]
* Synthesized area per cell at 8.65 sq um
* Worst reg2reg path depth at 13
* Logic area at 0.00246 sq mm
* Placed Cells at 461
* Layout cells sized above 1 at 6.15%
* Slew Viols, Final at 0
* Total of warnings raised by yosys at 1
* Residual DRC at 0
* Synth area leader: ha_1
* Hold endpoint: cnt[0]
* Clock Skews at 0.00874 ns
* Port Buffers at 22
* FFs w/ async S/R, synth at 0%
* Yosys top cell by instances: inv_1
* EDFF count, synth at 0
* Root buf cell: clkbuf_8
* Top cells by area: ha_1 (20%), fa_1 (18%), dfxtp_1 (12%)
* DR iter-0 viols at 117
* Gate Count Post-Synth at 361
* Rel. slew slack at 54.4%
* Start point of the worst hold path: cnt[0]
* CP endpoint kind: flop
* Gr usage total at 23.4%
* WP data required at 11.91 ns
* Unique cell types at 49
* Setup CP Type: in -> reg
* CTS tree: built
* Top cell area share at 20.4%
* Warning total across the stage logs at 36
* Post-CTS Hold Buffers at 0
* Total die size at 0.00657 sq mm
* Max Fclk at 0.0896 GHz
* Area Overhead vs Synth at 13.0%
* Worst path arrival time at 11.37 ns
* HPWL Detailed at 5800 um
* Setup total negative slack at 0 ns
* Total CTS buffers at 3
* Post-synth regs at 18
* Reg clk slew, reported paths at 0.08 ns
* Worst Tran Pin Value at 0.679 ns
* Final WL at 6770 um
* Finished Cell Area at 0.00353 sq mm
* Vias in the first global route at 2299
* # rows at 28
* FF-to-FF End: cnt[7]
* Status: finished clean
* Die Span X at 81.0 um
* Clk ins delay skew pair at 0.26 ns
* Final period utilization at 95.4%
* RSZ-0062 raised after global routing: no
* Yosys stat area at 0.00312 sq mm
* Global route overflow at 0
* Critical Path Start Type: input pin
* ANT nets after route at 0
* Largest net degree at the start of global routing at 14
* Minimum clock period at 11.17 ns
* CTS HTree Levels at 1
* Floorplan Utilization at 52.2%
* Initial antenna violation count at 0
* Placed Area at 0.00347 sq mm
[through the flow]
stage          worst slack (ns)  util [%]  hold slack (ns)
6_report                  0.534      58.9            0.782
5_1_grt                  0.0567      58.9            0.844
4_1_cts                   0.412      58.9            0.791
3_5_place_dp              0.164      57.9            0.777
3_3_place_gp              0.194      57.9            0.769
2_1_floorplan             0.877         -            0.649
[worst max-delay path by stage]
stage / slack (ns) / start / end / depth (start not counted)
finish: 0.53 / D[0] / cnt[7] / 33
CTS: 0.41 / D[0] / cnt[7] / 33
global route: 0.06 / D[0] / cnt[7] / 33
[worst max-delay path, delay by kind of cell]
| kind | cells | cell delay (ns) |
|---|---|---|
| and+or+nand+nor | 3 | 0.90 |
| AOI/OAI and AO/OA | 7 | 1.56 |
| xor gates and xnor gates | 1 | 0.13 |
| adders and majority gates | 13 | 5.42 |
| buffers and inverters | 9 | 1.01 |
[flip-flops by register name, summed over array words and instances (netlist names)]
name / flops
cnt: 8
q_out: 10
[routing by layer]
metal	global-route usage, %	wire length (um)	up-vias
met3	3.76	275	6
met5	0	0	-
met2	35.7	3000	38
met4	2.86	73	0
met1	37.4	3420	1097
li1	-	-	1249
[repair_timing]
item	in CTS	in global routing
resized	0	1
endpoints found under the setup margin	0	1
buffers inserted	0	0
[area by class of cell]
type                            instances  area share [%]
Inverter                               77            8.19
Tap cell                               75            2.66
Multi-Input combinational cell        262            69.7
Clock buffer                            4            1.56
Timing Repair Buffer                   29            7.73
Sequential cell                        18            10.2
[cell families after synthesis]
family | after synthesis | synth area share [%]
AOI/OAI and AO/OA | 81 | 17.1
xor gates and xnor gates | 41 | 12.9
adders and majority gates | 79 | 38.4
buffers and inverters | 81 | 9.89
DFF | 18 | 11.5
muxes | 3 | 0.961
and+or+nand+nor | 58 | 9.25
[cells in the final DEF (no fill, tap or decap), drive strengths merged, types with 2 or more instances in the layout]
cell type      count
a211oi             8
a21o               9
a21oi             21
a31o               2
a31oi              2
and3               3
buf                7
clkbuf             4
clkdlybuf4s50     22
dfxtp             18
fa                28
ha                51
inv               77
mux2i              3
nand2             16
nand2b             3
nand3              5
nor2              13
nor2b              4
nor3               7
o211ai             2
o21a               3
o21ai             23
o21bai             2
xnor2             33
xor2               7
